<file path="/design/flow/config.mk">
export PLATFORM = sky130hd
export DESIGN_NAME = part1
export DESIGN_NICKNAME = part1
export VERILOG_FILES = /design/flow/design.v
export SDC_FILE = /design/flow/constraint.sdc
export NUM_CORES = 4
export LEC_CHECK = 1
export CORE_AREA = 10 10 70 70
export DIE_AREA = 0 0 80 80
</file>
<file path="/design/flow/constraint.sdc">
current_design part1

set clk_period 1.2
set clk_io_pct 0.2

create_clock -name clk0 -period $clk_period

set non_clock_inputs [all_inputs -no_clocks]
set_input_delay [expr $clk_period * $clk_io_pct] -clock clk0 $non_clock_inputs
set_output_delay [expr $clk_period * $clk_io_pct] -clock clk0 [all_outputs]
</file>
<file path="/design/flow/design.v">
module part1 (SW, LEDR, HEX0, HEX1);
	input  [9:0] SW;
	output [9:0] LEDR;
	output [6:0] HEX0;
	output [6:0] HEX1;
	assign LEDR = 10'b0;
	wire [6:0] H0, H1;
	bcd7seg disp1 (SW[7:4], H1);
	assign HEX1 = H1;
	bcd7seg disp0 (SW[3:0], H0);
	assign HEX0 = H0;
endmodule
module bcd7seg (s, out);
	input  [3:0] s;
	output [6:0] out;
	assign out[0] = (s[2] & ~s[1] & ~s[0]) | (~s[3] & ~s[2] & ~s[1] & s[0]);
	assign out[1] = (s[2] & ~s[1] &  s[0]) | ( s[2] &  s[1] &  ~s[0]);
	assign out[2] = ~s[3] & ~s[2] &  s[1]  &  ~s[0];
	assign out[3] = (s[2] &  s[1] &  s[0]) | (~s[3] &  s[2] &  ~s[1] & ~s[0]) | (~s[3] & ~s[2] & ~s[1] & s[0]);
	assign out[4] = s[0] | (s[2] & ~s[1] & ~s[0]);
	assign out[5] = (~s[3] & ~s[2] & s[0]) | (~s[3] & ~s[2] & s[1]) | (~s[3] & s[1] & s[0]);
	assign out[6] = (~s[3] & ~s[2] & ~s[1]) | (s[2] & s[1] & s[0]);
endmodule
</file>
<file path="/design/flow/run.sh">
#!/bin/bash
# OpenROAD 26Q1-2900-gdf79404cd8, Yosys 0.63+post, stock flow scripts
make -C /OpenROAD-flow-scripts/flow DESIGN_CONFIG=/design/flow/config.mk WORK_HOME=/design/flow/orfs finish
</file>
==> reports/notes.md <==
## Cells and area
* 0.1908 — utilization after layout
* buf_6 — Top cell excl fill/tap
* 0 — Flop Count
* 0.4384 — proportion of layout cells with a drive suffix above 1
* 0 um2 — sequential cell area
* buf_6 (14), conb_1 (10), buf_2 (7) — highest-count cells in the layout ignoring fill and taps
* 0 — number of clock buffers in the layout
* 113.5% — area growth from synthesis to layout

## Global routing
* 0.03304 — GRT Total Usage
* 390 — number of global-route vias before repair
* 1856 um — global-route wire length before repair
* 10 — pin count of the biggest net entering global routing
* 0 — antenna violations before repair
* 0 — grt ovf

## STA
* 0.7928 GHz — Fmax achieved
* 1.051 — post-layout period usage of the worst path
* -0.06131 ns — final worst slack
* 0 — number of failing hold endpoints at the final stage
* 0 — final tally of max-slew violations
* 0.7682 ns — worst hold slack after final layout
* -0.09039 ns — setup TNS
* true — RSZ-0062 raised after global routing
* 2 — endpoints failing setup
* 1.261 ns — minimum clock period

## Critical path
* primary output — Critical Path Sink Type
* SW[1] — launch point of the critical path
* 2 — CP max FO
* 2 — sum of buffers and inverters on the critical path
* 0.52 ns — maximum single-stage delay on the critical path
* HEX0[3] — termination of the worst setup path
* or4b_4 — slowest cell on the critical path
* 0.96 ns — required time of the critical path
* buf_6 -> or4b_4 -> nand3_2 -> buf_2 — cells along the critical path
* 4 — cell count along the critical path
* input port — sort of element at the start of the critical path
* 1.02 ns — endpoint arrival time on the critical path
* input port to primary output — type of the setup path with the least slack
* simple AND/OR/NAND/NOR gates — kind of cell with the highest combined delay on the critical path

## Route
* 3 — detailed-routing iteration count for the pre-antenna-repair pass
* 9.824 um — routed wirelength normalized by instance count
* 369 — detailed-route via count
* 0 — DRC violations left
* 1169 um — wire length after detailed routing
* 0 — Detail Route Antenna Nets
* 3.101 — Via density
* 7 — initial drt markers
* 0 — antenna diode count

## Die
* 3416 um2 — placeable core region
* 21 — standard-cell row count
* 34 — number of I/O pins
* 0.08938 — Initial Util
* 6400 um2 — Chip Footprint
* 80 um — Die Y-Extent
* 80 um — Die Wd

## Synthesis
* 6.496 um2 — Mean Syn Cell Area
* 305.3 um2 — yosys synthesis chip area
* 47 — instance tally after logic synthesis
* 47 — yosys cell count
* 305.3 um2 — cell area after synthesis
* 19 — number of library cell types mapped by synthesis
* 0 — post-synthesis sequential area ratio
* 0 — yosys synthesis warning count

## Clock tree
* 0 — cts hold-fix bufs

## Run
* 0 — max-cap violations
* 36 — tool warning count

## Power
* 285.9 nW/um2 — power per standard cell area
* 0.3207 nW — Pleak
* 0.07330 mW — power spent charging and discharging nets
* 0 — proportion of power drawn by the clock network
* 0 — sequential power share
* 1.000 — combinational share of power
* 0.1864 mW — total chip power
* 0.1131 mW — Power Internal
* 0.3932 — switching portion of total power
* 139.9 uV — peak supply drop

## Outcome
* setup timing — violations in the final reports
* finished, violations left — status

## Worst hold path
* input port to primary output — Hold WC Path Type
* 3 — count of cells along the worst hold path

## Placement
* 886.7 um — HPWL Detailed
* 0.6961 — global placement routability congestion
* 22 — I/O Buffers

power by group through the flow:
stage	registers [mW]	logic [mW]	clock network, mW
5_1_grt	0	0.205	0
4_1_cts	0	0.176	0
6_report	0	0.186	0
area by class of cell:
class / count / area [um2]
tap: 46 / 57.56
fill: 390 / 2764
multi-input combinational: 42 / 311.5
timing repair buffer: 31 / 282.8
logic make-up after synthesis:
kind of cell	count (synthesis)	synth area share
AND/OR/NAND/NOR	23	0.4262
buffers and inverters	14	0.3278
AND-OR/OR-AND	4	0.08195
XOR/XNOR	3	0.08608
multiplexers	2	0.06558
other	1	0.01228
cell usage after synthesis (all sizes together):
master	instances	share of area
nor4b	2	0.057
nor2	6	0.074
xor2	2	0.057
nor2b	2	0.041
and2	2	0.041
nand2	1	0.012
clkbuf	1	0.012
mux2i	2	0.066
or4b	1	0.033
buf	13	0.32
nor3	1	0.016
conb	1	0.012
o31ai	2	0.049
nand2b	5	0.10
nand3	3	0.049
a21oi	2	0.033
xnor2	1	0.029
per-layer routing:
layer | vias up | wire (um) | track usage | share of wire
met3 | 0 | 99 | 0.01023 | 0.085
met5 | - | 0 | 0 | 0
li1 | 189 | - | - | -
met4 | 0 | 0 | 0 | 0
met2 | 17 | 538 | 0.05698 | 0.46
met1 | 163 | 531 | 0.04161 | 0.45
what timing repair did:
action                                  4_1_cts  5_1_grt
resized                                      84        7
setup buffers                                 5        0
endpoints found under the setup margin       14        6
pin swaps                                    17        3
metrics by stage:
stage | std cells | setup slack [ns] | area (um2)
after detailed placement | 114 | -0.7824 | 546.8
after CTS | 119 | -0.08820 | 621.8
after floorplan | 56 | 0.05588 | 339.1
final | 119 | -0.06131 | 651.9
after global placement | 114 | -0.7793 | 546.8
after global routing | 119 | -0.08986 | 651.9
worst min-delay path by stage:
stage	startpoint	end	slack, ns
CTS	SW[5]	HEX1[3]	0.77
global route	SW[5]	HEX1[3]	0.79
finish	SW[5]	HEX1[3]	0.77
Power figures rest on the tool's default switching activity, not on a simulated workload.
