## /design/flow/config.mk

```make
export PLATFORM = sky130hd
export DESIGN_NAME = Accumulate
export DESIGN_NICKNAME = Accumulate
export VERILOG_FILES = /design/flow/design.v
export SDC_FILE = /design/flow/constraint.sdc
export NUM_CORES = 4
export LEC_CHECK = 1
export CORE_AREA = 10 10 76 76
export DIE_AREA = 0 0 86 86
```

## /design/flow/constraint.sdc

```tcl
current_design Accumulate

set clk_period 5.1
set clk_io_pct 0.2

create_clock -name clk0 -period $clk_period [get_ports {CLOCK_50}]

set non_clock_inputs [all_inputs -no_clocks]
set_input_delay [expr $clk_period * $clk_io_pct] -clock clk0 $non_clock_inputs
set_output_delay [expr $clk_period * $clk_io_pct] -clock clk0 [all_outputs]
```

## /design/flow/design.v

```verilog
module Accumulate (KEY, CLOCK_50, SW, LEDR);
	input [0:0] KEY;
	input CLOCK_50;
	input [9:0] SW;
	output [9:0] LEDR;
	reg [4:0] Count;
	reg [9:0] Sum;
	wire Clock, Resetn, z;
	wire [4:0] X, Y;
	assign Clock = CLOCK_50;
	assign Resetn = KEY[0];
	assign X = SW[4:0];
	assign Y = SW[9:5];
	always @(posedge Clock)
		if (Resetn  == 1'b0)		 
			Sum <= 0;
		else if (z == 1'b1)
			Sum <= Sum + X;
	always @(posedge Clock)
		if (Resetn  == 1'b0)		 
			Count <= Y;
		else if (z == 1'b1)
			Count <= Count - 1'b1;
	assign z = | Count;
	assign LEDR = Sum;
endmodule
```

## /design/flow/run.sh

```bash
#!/bin/bash
# OpenROAD 26Q1-2900-gdf79404cd8, Yosys 0.63+post, stock flow scripts
make -C /OpenROAD-flow-scripts/flow DESIGN_CONFIG=/design/flow/config.mk WORK_HOME=/design/flow/orfs finish
```

==> run_results.csv <==
group,metric,value,unit
global_route,grt_pass1_wl,3230,um
outcome,status,"finished, final reports clean",
drt,wl_per_cell,11.5,um
synth,yosys-stat-area,896,um2
die,io_pins,22,
die,fp_util,21.8,%
synth,ys_warn_count,1,
drt,antenna_cells,0,
die,rows,23,
place,pre_cts_slack,2.09,ns
timing,final.period_utilization,54.1,%
power_and_ir_drop,seqPwrFrac,42.3,%
layout,synthToLayoutAreaGrowth,33.1,%
drt,route.detailed.drc,0,
power_and_ir_drop,power_frac_clock,24.9,%
synth,syn_inst,97,
place,place_congestion,0.803,
drt,ant_nets,0,
layout,filler_cell_count,426,
clock_tree,cts.path.max_buffers,2,
clock_tree,clk_pin_slew_worst_paths,0.07,ns
critical_path,r2r_setup_slack,3.19,ns
place,placedCellCount,164,
timing,hold_viol_final,0,
timing,relSlewSlack,52.3,%
timing,setup_viol,0,
critical_path,max_stage_delay,0.42,ns
critical_path,crit_slowest_cell,"clkdlybuf4s50_1",
drt,post_drt_via_cell_ratio,4.09,
clock_tree,post_cts_buffers,0,
critical_path,cp_max_fo,7,
timing,max_freq,0.362,GHz
power_and_ir_drop,powerDensity,328,nW/um2
critical_path,critical_path_arrival,2.90,ns
global_route,antenna_found_initial,0,
layout,stdcell_count,168,
power_and_ir_drop,ir_worst_vdd,0.0779,mV
layout,drive_gt1_share,5.93,%
timing,fin_tns_setup,0,ns
drt,drt_first_pass_iters,4,
clock_tree,cts_made_buffers,3,
timing,worstMarginPinSlew,0.713,ns
timing,fin_crit,2.76,ns
synth,yosysCellCount,97,
power_and_ir_drop,fin_total_pwr,0.391,mW
die,die_w,86,um
hold_path,hold_path_end,"Sum[0]",
global_route,grt_pass1_vias,686,
hold_path,holdPathStages,2,
drt,vias,687,
critical_path,criticalPathCategory,"in2reg",
synth,top_area_share,22.3,%
global_route,grt_max_degree,23,
global_route,overflow,0,
drt,drt_wl_total,1940,um
synth,synth_top_cell_by_area,"dfxtp_1",
synth,synth_cell_type_count,33,
hold_path,holdCritStartpoint,"Sum[0]",
timing,report.final.slew_viol_count,0,
job,warnings,25,
die,dieArea,7400,um2
synth,avgSynthCellArea,9.24,um2
critical_path,crit_chain,"clkdlybuf4s50_1 > ha_1 > nand3_1 > o2111ai_1 > or3b_1 > xnor2_1 > and2_1",
critical_path,rr_startpoint,"Count[0]",
die,core-area,4120,um2
critical_path,worstSetupEndpointType,"register",
drt,drtIter0Drc,87,
power_and_ir_drop,switchingPower,0.115,mW
clock_tree,postCtsResizedCells,0,
synth,synth_seq_share,39.1,%
power_and_ir_drop,p_leak,0.456,nW
clock_tree,htree_levels,1,
critical_path,r2r_end,"Count[1]",
synth,synthesis.area,896,um2
timing,whs,0.498,ns
power_and_ir_drop,swShare,29.4,%
hold_path,hp-class,"reg2reg",
die,die_h,86,um
critical_path,start_kind,"primary input",
power_and_ir_drop,p_int,0.276,mW
clock_tree,root_buffer,"clkbuf_8",
clock_tree,cts_tree,"built",
power_and_ir_drop,p_comb_share,32.8,%
clock_tree,clock_latency,0.25,ns
synth,ys_ff,15,
place,io_buffers,21,
synth,topCellsByArea,"dfxtp_1, edfxtp_1, ha_1",
job,maxCapViolations,0,
global_route,track_usage,5.24,%
timing,finalWorstSetupSlack,2.34,ns
critical_path,worstPathRequired,5.24,ns
timing,skew,0.00375,ns
critical_path,rr_worst_depth,5,
clock_tree,cts_sinks,15,
timing,grt_setup_unrepaired,"no",
place,hpwlAfterDp,1500,um
clock_tree,holdBufCountCts,0,
## routing by layer
metal	part of all wire [%]	up-vias	wire, um	global-route usage [%]
li1	-	379	-	-
met3	11	2	206	2.76
met2	42	15	824	7.71
met1	46	291	891	6.69
met5	0	-	0	0
met4	0.93	0	18	1.05
## sequential cells by signal, indices dropped and copies added, names as in the netlist
register  cells
Sum          10
Count         5
## placed cells by master, fill, tap and decap left out, drive strengths merged, types with 2 or more instances in the layout
cell,n
o2111ai,2
dfxtp,10
edfxtp,5
nor3,3
clkbuf,3
inv,7
and2,5
nand2,13
o21ai,2
nor2,4
nand2b,2
nand3,5
a21boi,2
clkdlybuf4s50,21
xnor2,6
a31oi,3
a21oi,3
ha,6
o21a,2
## final cells by class
| cell class | instances | area (um2) | share of cell area (%) |
|---|---|---|---|
| Timing Repair Buffer | 21 | 210 | 17.6 |
| Inverter | 7 | 26.3 | 2.20 |
| Clock buffer | 3 | 41.3 | 3.46 |
| Sequential cell | 15 | 350 | 29.4 |
| Clock inverter | 1 | 5.00 | 0.420 |
| Multi-Input combinational cell | 71 | 497 | 41.7 |
| Tap cell | 50 | 62.6 | 5.25 |
## worst max-delay path by stage
stage      from     end  slack, ns  depth (start not counted)
5_1_grt   SW[0]  Sum[8]       2.27                          9
4_1_cts   SW[4]  Sum[9]       2.34                          7
6_report  SW[4]  Sum[9]       2.34                          7
## power by group through the flow
| stage | sequential [mW] | combinational [mW] | clock, mW |
|---|---|---|---|
| finish | 0.166 | 0.128 | 0.0975 |
| global route | 0.169 | 0.149 | 0.109 |
| CTS | 0.166 | 0.131 | 0.101 |
## synth_stat cells, drive strengths merged
cell	number
nand3	5
a31oi	3
or3b	1
nand2	13
o21a	2
inv	7
o2111ai	2
buf	1
clkbuf	3
nor2	4
xor2	1
nand4	1
or4b	1
o21ai	2
fa	1
o31ai	1
edfxtp	5
a21oi	3
or2b	1
o21bai	1
o211ai	1
and2	5
mux2i	1
a21boi	2
mux2	1
dfxtp	10
ha	6
nand2b	2
xnor2	6
nor2b	1
nor3	3
o211a	1
## cell families after synthesis
kind of cell,share of synthesized area [%]
AND/OR/NAND/NOR,21.8
buffers and inverters,5.45
flip-flops,39.1
XOR/XNOR,6.84
AND-OR/OR-AND,13.8
adder cells (fa/ha/maj),10.6
multiplexers,2.37
## metrics by stage
stage               area, um2  util [%]
floorplan                 896         -
global placement         1150      27.9
detailed placement       1150      27.9
CTS                      1190      29.0
global route             1190      29.0
finish                   1190      29.0
## critical path, delay by kind of cell
kind / cells / cell delay (ns)
fa+ha+maj: 1 / 0.39
buf+inv: 1 / 0.42
xor+xnor: 1 / 0.13
simple gates: 3 / 0.64
compound gates: 1 / 0.29
Power figures rest on the tool's default switching activity, not on a simulated workload.
