<file path="constraint.sdc">
current_design VendingMachine

set clk_period 5.3
set clk_io_pct 0.2

create_clock -name clk0 -period $clk_period [get_ports {MAX10_CLK1_50}]

set non_clock_inputs [all_inputs -no_clocks]
set_input_delay [expr $clk_period * $clk_io_pct] -clock clk0 $non_clock_inputs
set_output_delay [expr $clk_period * $clk_io_pct] -clock clk0 [all_outputs]
</file>
<file path="design.v">
module VendingMachine (SW, KEY0, KEY1, LEDR, HEX0, HEX1, HEX2, HEX3, HEX4, HEX5, MAX10_CLK1_50, Arduino_IO);
	input [9:0] SW;
	input KEY0, KEY1, MAX10_CLK1_50;
	output [9:0] LEDR;
	output [0:6] HEX0, HEX1, HEX2, HEX3, HEX4, HEX5;
	inout [15:0] Arduino_IO; 
	wire [15:8] motors;
	wire [7:0] buttons;
	wire [3:0] Buttondb;
	assign buttons = Arduino_IO[7:0];  
	wire Reset, BoutA, BoutB, clk, add, snack, pulse, pulse2, go, doneout;
	wire [1:0] code;
	wire check;
	assign Reset = ~KEY0;
	button_debouncer key0db (MAX10_CLK1_50, 1'b1, ~buttons[0], Buttondb[0]);
	button_debouncer key1db (MAX10_CLK1_50, 1'b1, ~buttons[1], Buttondb[1]);
	button_debouncer key2db (MAX10_CLK1_50, 1'b1, ~buttons[2], Buttondb[2]);
	button_debouncer key3db (MAX10_CLK1_50, 1'b1, ~buttons[3], Buttondb[3]);
	FSM1 mainFSM (clk, Reset, Buttondb, KEY1, BoutA, BoutB, HEX0, HEX1, HEX2, HEX3, HEX4, HEX5);
	pulseFSM motor1 (clk, BoutA, pulse2, LEDR[9]);  
		defparam motor1.num = 4'hA;
	pulseFSM motor2 (clk, BoutB, pulse, LEDR[8]);  
		defparam motor2.num = 4'hB;
	timer mpulse (MAX10_CLK1_50, 1, clk, 1);
	assign LEDR[0] = pulse;
	assign LEDR[1] = pulse2;
	assign Arduino_IO[14] = pulse;  
	assign Arduino_IO[15] = pulse2; 
	assign LEDR[5] = BoutA;
	assign LEDR[4] = BoutB;
endmodule
module pulseFSM (clk, go, pulse, done);
	input clk, go;
	reg [25:0] I;
	output reg pulse, done;
	parameter Wait = 2'b00, pinON = 2'b01, pinOFF = 2'b10, num = 4'h0;
	reg [2:0] y_Q, y_D;  
	always @(posedge clk) begin
		begin: state_table
			case (y_Q)  
				Wait: if (go) y_Q = pinON;
					else y_Q = Wait;
				pinON: y_Q = pinOFF;
				pinOFF: if(I < 384) y_Q = pinON;  
					else y_Q = Wait;  
				default: y_Q = Wait;
			endcase
		end
		case (y_Q)  
			Wait: begin
				pulse = 0;
				I = 0;
				done = 1;
			end
			pinON: begin
				pulse = 1;
				done = 0;
			end
			pinOFF: begin
				pulse = 0;
				done = 0;
				I = I + 1;
			end
		endcase
	end
endmodule
module timer (Clock, Reset_n, tc, resume);  
	parameter n = 26;
	input Clock, Reset_n, resume;
	reg [n-1:0] Q;
	output reg tc;  
	always @(posedge Clock) 
		begin
		if (Q == 250000)   
				begin
				Q <= 1'd0;
				tc <= 1'b1;
				end
			else
				begin
				if(resume)
					begin
						Q <= Q + 1'b1;
						tc <= 1'b0;
					end
				end
		end
endmodule
module FSM1 (clk, rst, buttons, KEY1, OutA, OutB, HEX0, HEX1, HEX2, HEX3, HEX4, HEX5);
	input clk, rst, KEY1;
	input [3:0] buttons;
	output reg [0:6] HEX0, HEX1, HEX2, HEX3, HEX4, HEX5;
	parameter Reset = 4'b0000, CodeIn = 4'b0001, SnackSelect = 4'b0010, Motor1 = 4'b0011, Motor2 = 4'b0100, DisplayCredits = 4'b0101, CreditsMinus = 4'b0110;
	reg [3:0] y, y_Q;
	reg Credits;
	output reg OutA, OutB;
	always @(posedge clk) begin
		if (rst) y_Q = Reset;
		else begin: state_table
			case (y_Q)  
				Reset: y_Q = CodeIn;
				CodeIn: if (buttons[2]) y_Q = DisplayCredits;
					else y_Q = CodeIn;
				DisplayCredits: if (Credits > 0) y_Q = SnackSelect; 
					else y_Q = CodeIn;
				SnackSelect: if (buttons[0]) y_Q = Motor1;
						else if (buttons[1]) y_Q = Motor2;
						else y_Q = SnackSelect;
				Motor1: if (KEY1) y_Q = CreditsMinus;
					else y_Q = Motor1;
				Motor2: if (KEY1) y_Q = CreditsMinus;
					else y_Q = Motor1;
				CreditsMinus: y_Q = CodeIn;	
				default: y_Q = Reset;
			endcase
		end
		case (y_Q)  
			Reset: begin
				Credits = 3;
				HEX5 <= 7'b1111111;
				HEX4 <= 7'b1111111;
				HEX3 <= 7'b1111111;
				HEX2 <= 7'b1111111;
				HEX1 <= 7'b1111111;
				HEX0 <= 7'b1111111;
			end
			CodeIn: begin
				HEX5 <= 7'b1111111;
				HEX4 <= 7'b1111111;
				HEX3 <= 7'b0110001;
				HEX2 <= 7'b1100010;
				HEX1 <= 7'b1000010;
				HEX0 <= 7'b0110000;
			end
			DisplayCredits: begin
			end
			SnackSelect: begin
				HEX5 <= 7'b0001000;
				HEX4 <= 7'b1111111; 
				HEX3 <= 7'b1100010;
				HEX2 <= 7'b1111010;
				HEX1 <= 7'b1111111; 
				HEX0 <= 7'b1100000;
			end
			Motor1: begin
				OutA = 1;
				HEX5 <= 7'b1111111;
				HEX4 <= 7'b1111111;
				HEX3 <= 7'b1111111;
				HEX2 <= 7'b1111111;
				HEX1 <= 7'b1111111;
				HEX0 <= 7'b1111111;
			end
			Motor2: begin
				OutB = 1;
				HEX5 <= 7'b1111111;
				HEX4 <= 7'b1111111;
				HEX3 <= 7'b1111111;
				HEX2 <= 7'b1111111;
				HEX1 <= 7'b1111111;
				HEX0 <= 7'b1111111;
			end
			CreditsMinus: begin
				OutA = 0;
				OutB = 0;
				Credits = Credits - 1;
			end
		endcase
	end
endmodule
module hex7seg (hex, display);
	input [3:0] hex;
	output [0:6] display;
	reg [0:6] display;
	always @ (hex)
		case (hex) 
			4'h0: display = 7'b0000001;
			4'h1: display = 7'b1001111;
			4'h2: display = 7'b0010010;
			4'h3: display = 7'b0000110;
			4'h4: display = 7'b1001100;
			4'h5: display = 7'b0100100;
			4'h6: display = 7'b0100000;
			4'h7: display = 7'b0001111;
			4'h8: display = 7'b0000000;
			4'h9: display = 7'b0001100;
			4'hA: display = 7'b0001000;
			4'hB: display = 7'b1100000;
			4'hC: display = 7'b1110010;
			4'hD: display = 7'b1000010;
			4'hE: display = 7'b0110000;
			4'hF: display = 7'b0111000;
			default: display = 7'b1111111;
		endcase
endmodule
module button_debouncer	( 
							clk,
							rst_n,
							data_in,
							data_out			
						);
input						clk;
input						rst_n;
input						data_in;
output						data_out;
parameter	preset_val 	= 0;
parameter 	counter_max = 100000; 
reg						data_out;									
reg						data_in_0;	
reg						data_in_1;
reg						data_in_2;
reg						data_in_3;
reg			[20:0]		counter;
always	@(posedge clk or negedge rst_n)
begin
	if	(!rst_n)
	begin
		data_out		<=	preset_val;
		counter			<=	counter_max;
		data_in_0		<=	0;
		data_in_1		<=	0;
		data_in_2		<=	0;
		data_in_3		<=	0;			
	end else begin
		if	(counter == 0) 
		begin
			data_out	<=	data_in_3;
			counter		<=	counter_max;
		end else begin
			counter		<=	counter - 1;
		end
		data_in_0	<=	data_in;	
		data_in_1	<=	data_in_0;
		data_in_2	<=	data_in_1;
		data_in_3	<=	data_in_2;
	end
end
endmodule
</file>
<file path="config.mk">
export PLATFORM = sky130hd
export DESIGN_NAME = VendingMachine
export DESIGN_NICKNAME = VendingMachine
export VERILOG_FILES = /design/flow/design.v
export SDC_FILE = /design/flow/constraint.sdc
export NUM_CORES = 4
export LEC_CHECK = 1
export CORE_UTILIZATION = 40
</file>
<file path="run.sh">
#!/bin/bash
# OpenROAD 26Q1-2900-gdf79404cd8, Yosys 0.63+post, stock flow scripts
make -C /OpenROAD-flow-scripts/flow DESIGN_CONFIG=/design/flow/config.mk WORK_HOME=/design/flow/orfs finish
</file>
==> reports/qor.yml <==
outcome:
  outcome: "aborted with a tool error"
  failing_step: "4_1_cts"
  first_error_in_the_log: "[error] [KeplerFormal.cpp:679] Workflow failed: Iso has multiple drivers: .Arduino_IO14, Arduino_IO[14]$_DFFE_PP_.Q0"
place:
  gp_weighted_congestion: 0.801
  hpwlAfterDp_microns: 9600
  portBuffers: 35
  dpl_cell_area_sq_mm: 0.00882
clocking:
  count_of_cells_resized_by_post_cts_repair: 0
  cts_made_buffers: 9
  cts-htree-levels: 3
  cts_setup_buffers: 0
  cts_buffer_depth: 2
  ctsRootBufferMaster: "sky130_fd_sc_hd__clkbuf_16"
  cts_hold_repair.buffers: 0
synthesis:
  synthMuxAreaShare: 0.0140
  sequential_cell_area_fraction_in_the_yosys_report: 0.505
  post_synth.cell_area_avg_sq_um: 9.80
  logic_family: "simple AND/OR/NAND/NOR gates"
  synth.cellmix.simpleShare: 0.241
  ys_chip_area_sq_mm: 0.00847
  ys_warnings: 11
  postSynthRegisterBits: 180
  netlist_instances: 864
  ys_types: 59
  synth-edff-count: 67
  yosys_most_used_dff: "sky130_fd_sc_hd__dfxtp_1"
  ys_async_sr_fraction: 0
  yosysCellCount: 864
  yosys.area_share.aoi: 0.0755
  synthAdderAreaFrac: 0.0163
  syn-cell-area_sq_mm: 0.00847
  post_synth_xor_area_fraction: 0.0755
final_timing:
  endpoints_left_unconstrained: 186
  number_of_register_pins_that_no_clock_reaches: 75
floorplanning:
  horizontal_extent_of_the_die_microns: 148
  design.portCount: 81
  rows: 52
  fp-utilization: 0.413
  die-height_microns: 148
cells in the mapped netlist (2+ instances only):
cell type | number | share of area
sky130_fd_sc_hd__a21oi_1 | 41 | 0.024
sky130_fd_sc_hd__buf_6 | 2 | 0.0027
sky130_fd_sc_hd__nor2b_1 | 8 | 0.0059
sky130_fd_sc_hd__conb_1 | 2 | 0.00089
sky130_fd_sc_hd__nand4b_1 | 4 | 0.0041
sky130_fd_sc_hd__nor3_1 | 27 | 0.016
sky130_fd_sc_hd__mux2i_1 | 4 | 0.0047
sky130_fd_sc_hd__nor4_2 | 2 | 0.0030
sky130_fd_sc_hd__or3_1 | 19 | 0.014
sky130_fd_sc_hd__a211oi_1 | 2 | 0.0018
sky130_fd_sc_hd__mux2_2 | 7 | 0.0093
sky130_fd_sc_hd__inv_1 | 39 | 0.017
sky130_fd_sc_hd__nand2b_1 | 8 | 0.0059
sky130_fd_sc_hd__and3_1 | 10 | 0.0074
sky130_fd_sc_hd__o21ai_0 | 20 | 0.012
sky130_fd_sc_hd__nand4_1 | 22 | 0.016
sky130_fd_sc_hd__xnor2_1 | 43 | 0.044
sky130_fd_sc_hd__nor3b_1 | 2 | 0.0018
sky130_fd_sc_hd__nand3_1 | 45 | 0.027
sky130_fd_sc_hd__edfxtp_1 | 67 | 0.24
sky130_fd_sc_hd__xor2_1 | 30 | 0.031
sky130_fd_sc_hd__a31oi_1 | 2 | 0.0015
sky130_fd_sc_hd__nand3b_1 | 3 | 0.0027
sky130_fd_sc_hd__clkbuf_1 | 14 | 0.0062
sky130_fd_sc_hd__nor4b_1 | 2 | 0.0021
sky130_fd_sc_hd__o22ai_1 | 2 | 0.0015
sky130_fd_sc_hd__and2_1 | 5 | 0.0037
sky130_fd_sc_hd__nand2_1 | 55 | 0.024
sky130_fd_sc_hd__or4_4 | 2 | 0.0027
sky130_fd_sc_hd__buf_4 | 48 | 0.043
sky130_fd_sc_hd__dfxtp_1 | 113 | 0.27
sky130_fd_sc_hd__o211ai_1 | 2 | 0.0018
sky130_fd_sc_hd__nor4_1 | 32 | 0.024
sky130_fd_sc_hd__ha_1 | 11 | 0.016
sky130_fd_sc_hd__buf_2 | 3 | 0.0018
sky130_fd_sc_hd__or4_1 | 26 | 0.023
sky130_fd_sc_hd__and4_1 | 5 | 0.0052
sky130_fd_sc_hd__o31ai_1 | 25 | 0.022
sky130_fd_sc_hd__nor2_1 | 81 | 0.036
sky130_fd_sc_hd__or2_2 | 9 | 0.0066
sky130_fd_sc_hd__or3_2 | 2 | 0.0018
cells by family after synthesis:
logic type                 after synthesis
muxes                                   11
xor gates and xnor gates                73
buffers and inverters                  109
other                                    2
adders and majority gates               11
and+or+nand+nor                        374
AOI/OAI and AO/OA                      104
DFF                                    180
metrics by stage:
stage / cells / util / hold slack (ns) / power [W] / worst slack (ns)
floorplan: 881 / - / 0.310 / 0.000830 / 3.06
global placement: 1124 / 0.430 / 0.312 / 0.000824 / 2.82
detailed placement: 1124 / 0.430 / 0.312 / 0.000824 / 2.71
No activity file was given, so power comes from the tool's default toggle rates.
